**config.mk**
```make
export PLATFORM = sky130hd
export DESIGN_NAME = adder
export DESIGN_NICKNAME = adder
export VERILOG_FILES = /design/flow/design.v
export SDC_FILE = /design/flow/constraint.sdc
export NUM_CORES = 4
export LEC_CHECK = 1
export CORE_AREA = 10 10 70 70
export DIE_AREA = 0 0 80 80
```
**constraint.sdc**
```tcl
current_design adder

set clk_period 4.6
set clk_io_pct 0.2

create_clock -name clk0 -period $clk_period

set non_clock_inputs [all_inputs -no_clocks]
set_input_delay [expr $clk_period * $clk_io_pct] -clock clk0 $non_clock_inputs
set_output_delay [expr $clk_period * $clk_io_pct] -clock clk0 [all_outputs]
```
**design.v**
```verilog
`timescale 1ns / 1ps
module adder(
    input [7:0] operand0,
    input [7:0] operand1,
    output [7:0] result
    );
    assign result = operand0+operand1;
endmodule
```
**run.sh**
```bash
#!/bin/bash
# OpenROAD 26Q1-2900-gdf79404cd8, Yosys 0.63+post, stock flow scripts
make -C /OpenROAD-flow-scripts/flow DESIGN_CONFIG=/design/flow/config.mk WORK_HOME=/design/flow/orfs finish
```
==> qor.yml <==
floorplanning:
  die.size.y_um: 80
  fp-utilization_pct: 9.71
  row_count: 21
  io-pin-count: 24
  design.core.area_um2: 3420
  chipArea_um2: 6400
  die_width_um: 80
final_timing:
  setup-violations-final: 0
  final.hold.worst_slack_ps: 2860
  period_minus_slack_ps: 3890
  slew_headroom_pct: 72.1
  fin_tns_setup_ps: 0
  hold_viol_final: 0
  fin_crit_sh_pct: 84.5
  grt_setup_unrepaired: "no"
  finalMaxSlewViolations: 0
  maxClockFrequency_ghz: 0.257
  worst_pin_slew_ps: 416
clock_tree:
  cts_hold_buffers: 0
  cts-resized-gates: 0
  postCtsSetupRepairBufs: 0
logic_synthesis:
  yosys.area.top_type_share_pct: 26.4
  yosys.area.top_type: "sky130_fd_sc_hd__ha_1"
  synth_cell_types: 23
  ys_seq_share_pct: 0
  syn-instance-count: 42
  syn-mean-instance-area_um2: 7.89
  synth.yosys.warnings: 0
  synth-area-yosys_um2: 332
  synth_stat.cells: 42
  mappedNetlistArea_um2: 332
  netlist_top_cells_area: "sky130_fd_sc_hd__ha_1 (26%), sky130_fd_sc_hd__a21oi_1 (7.5%), sky130_fd_sc_hd__o211ai_1 (6.8%)"
drt:
  route.detailed.drc: 0
  vias_per_cell: 3.49
  final_antenna_net_count: 0
  drt_pre_antenna_iters: 4
  drt_iter0_drc: 28
  totalWireLength_um: 1130
  insertedDiodeCount: 0
  dr_total_vias: 391
  post_drt_wl_per_cell_um: 10.1
grt:
  use_met2_pct: 4.98
  grt.busiest_layer: "met2"
  met1_usage_pct: 4.43
  pin_count_of_the_biggest_net_entering_global_routing: 7
  globalRouteOverflowTotal: 0
  vias_in_the_first_global_route: 393
  initial_antenna_violation_count: 0
  grtUsageMet3_pct: 2.05
  wire_length_of_the_first_global_routing_pass_um: 1830
  global_route.usage.total_pct: 3.40
power:
  leakagePower_uw: 0.000242
  report.power.total_uw: 77.9
  irDropWorstVdd_mv: 0.0362
  p_per_area_nw_per_um2: 124
run:
  log.warning_count: 32
  drv.max_cap_violation_count: 0
placed_design:
  dp_cells: 112
  port_buffers: 24
  detailedPlacementHpwl_um: 1030
  gpl_congestion: 0.719
setup_path:
  timing.critical_path.from_type: "primary input"
  setup.worst_path.end_class: "primary output"
  top_fanout_value_on_the_critical_path: 3
  crit_type: "in2out"
  worst_ep_arrival_time_ps: 2970
  cp.required_ps: 3680
final_layout:
  post_layout_nonfiller_instances: 112
  final_core_density_pct: 18.4
  layout_top_cell_excl_fill_tap: "sky130_fd_sc_hd__clkdlybuf4s50_1"
  most-common-layout-cells: "sky130_fd_sc_hd__clkdlybuf4s50_1 (24), sky130_fd_sc_hd__ha_1 (7), sky130_fd_sc_hd__inv_1 (5), sky130_fd_sc_hd__a21oi_1 (5), sky130_fd_sc_hd__o211ai_1 (3)"
  clock_buffer_count: 0
  layout.sequential_cells: 0
  area_growth_syn_to_layout_pct: 89.8
  drive_above_1_share_pct: 1.52
  seq_area_um2: 0
worst_hold_path:
  hp-class: "in2out"
  min_path_cells: 3
outcome:
  outcome: "finished, final reports clean"
critical path, stage by stage:
cell and delay [ps]:
sky130_fd_sc_hd__clkdlybuf4s50_1 460, sky130_fd_sc_hd__ha_1 190, sky130_fd_sc_hd__inv_1 60, sky130_fd_sc_hd__fa_1 430
sky130_fd_sc_hd__nor2b_4 140, sky130_fd_sc_hd__o311ai_0 120, sky130_fd_sc_hd__o311ai_1 120, sky130_fd_sc_hd__clkdlybuf4s50_1 520
metal layers:
metal | vias to the layer above | share of wire, % | wire, um
li1 | 211 | - | -
met2 | 20 | 40 | 453
met5 | - | 0 | 0
met1 | 160 | 42 | 476
met4 | 0 | 0 | 0
met3 | 0 | 17 | 196
cell type report:
| cell class | instances | area [um^2] |
|---|---|---|
| Fill cell | 394 | 2790 |
| Timing Repair Buffer | 24 | 240 |
| Multi-Input combinational cell | 37 | 313 |
| Tap cell | 46 | 57.6 |
| Inverter | 5 | 18.8 |
Yosys cell counts (2+ instances only):
| cell | number |
|---|---|
| sky130_fd_sc_hd__inv_1 | 5 |
| sky130_fd_sc_hd__xnor2_1 | 2 |
| sky130_fd_sc_hd__o211ai_1 | 3 |
| sky130_fd_sc_hd__o21ai_0 | 2 |
| sky130_fd_sc_hd__a21oi_1 | 5 |
| sky130_fd_sc_hd__xor2_1 | 2 |
| sky130_fd_sc_hd__ha_1 | 7 |
through the flow:
step	area, um^2	setup slack (ps)
floorplan	332	1780
detailed placement	629	671
finish	629	712
global route	629	614
CTS	629	674
global placement	629	702
path summary, 6_finish.rpt:
| path | start | to | slack (ps) |
|---|---|---|---|
| max | operand0[0] | result[6] | 710 |
| min | operand1[0] | result[0] | 2860 |
power by group:
| group | switching, uW | total (uW) | internal [uW] |
|---|---|---|---|
| sequential | 0 | 0 | 0 |
| combinational | 27.2 | 77.9 | 50.7 |
| clock | 0 | 0 | 0 |
| total | 27.2 | 77.9 | 50.7 |
cells by family (layout without fill, tap and decap cells):
logic type / count (synthesis) / after routing / share of synthesized area, %
AND/OR/NAND/NOR: 7 / 7 / 14.0
AND-OR/OR-AND: 18 / 18 / 37.4
adder cells (fa/ha/maj): 8 / 8 / 32.5
buffers and inverters: 5 / 29 / 5.66
XOR/XNOR: 4 / 4 / 10.6
No activity file was given, so power comes from the tool's default toggle rates.
