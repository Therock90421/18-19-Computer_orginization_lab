File: design/flow/run.sh
#!/bin/bash
# OpenROAD 26Q1-2900-gdf79404cd8, Yosys 0.63+post, stock flow scripts
make -C /OpenROAD-flow-scripts/flow DESIGN_CONFIG=/design/flow/config.mk WORK_HOME=/design/flow/orfs finish
File: design/flow/config.mk
export PLATFORM = sky130hd
export DESIGN_NAME = counter
export DESIGN_NICKNAME = counter
export VERILOG_FILES = /design/flow/design.v
export SDC_FILE = /design/flow/constraint.sdc
export NUM_CORES = 4
export LEC_CHECK = 1
export CORE_UTILIZATION = 50
File: design/flow/constraint.sdc
current_design counter

set clk_period 10.1
set clk_io_pct 0.2

create_clock -name clk0 -period $clk_period [get_ports {clk}]

set non_clock_inputs [all_inputs -no_clocks]
set_input_delay [expr $clk_period * $clk_io_pct] -clock clk0 $non_clock_inputs
set_output_delay [expr $clk_period * $clk_io_pct] -clock clk0 [all_outputs]
File: design/flow/design.v
`timescale 1ns / 1ps
module counter(
    input clk,
    input [31:0] interval,
    input [7:0] state,
    output reg [31:0] counter
	);
reg [31:0] temp;
	always@(posedge clk)
	begin
	if (state ==8'd0)
	begin
	counter<=32'd0;
	temp<=32'd0;
	end
	if(state ==8'd1)
	begin
	  temp = temp+1;
	  if(interval<= temp)
	    begin 
	      temp<=32'd0;
	      counter = counter + 1;
	    end
	  end
    end
endmodule
==> results.toml <==
# implementation run metrics
[global_routing]
track_usage = 0.207
grt_pass1_vias = 2789
antenna_found_initial = 0
overflow = 0
grtUsageMet3 = 0.0496
grt_use_met2 = 0.314
globalRouteMet1Util = 0.345
grt_start_max_net_pins = 34
grt_busiest_layer = "met1"
grt_pass1_wl_um = 13000

[job]
warnings = 26
drv_cap = 0

[worst_hold_path]
hold_class = "flip-flop to flip-flop"
hp-start = "counter[31]$_DFFE_PP_"

[timing]
hold_viol = 0
fin_skew_ps = 8.15
worst_pin_slew_ps = 618
rsz0062_at_grt = "no"
period_minus_slack_ps = 4810
whs_ps = 585
fin_crit_sh = 0.477
fmax_mhz = 208
setup_violations = 0
slew_headroom = 0.584
slew_violations = 0
finalSetupTns_ps = 0

[drt]
wl_per_cell_um = 13.8
postRouteAntennaNets = 0
routed_wl_um = 7430
drt-initial-drc-count = 79
vias = 2807
remaining_drc_errors = 0
firstDrtPassIters = 4
n_antenna_cell = 0
via_per_inst = 5.23

[pwr]
peakVddDrop_mv = 0.0841
power_leakage_nw = 1.73
p_total_uw = 555
power.density_nw_per_um2 = 112

[clock_tree]
ctsHoldBuffers = 0
cts-htree-levels = 3
clockBufferDepth = 2
insertion_delay_ps = 330
tritoncts = "yes"
cts_setup_buffers = 0
clock-sinks = 64
postCtsResizedCells = 0
cts-root-buf = "clkbuf_8"
clkTransAtPathRegs_ps = 70
cts_buffers = 9

[synthesis]
ys_top_cells_by_count = "edfxtp_1 (64), nor2_1 (46), xnor2_1 (36), ha_1 (34)"
yosys.area.top_type = "edfxtp_1"
ys_cells = 350
ys_async_sr_fraction = 0
syn_avg_cell_area_um2 = 11.1
yosys_most_used_dff = "edfxtp_1"
yosys_area_um2 = 3900
synth.most_common_cell = "edfxtp_1"
ys_seq_share = 0.492
numSynthFlops = 64
ys_types = 38
postSynthCellCount = 350
syn_area_um2 = 3900
yosys_warnings = 1
synth-edff-count = 64
synth.top_cell.area_share = 0.492
top_cells_by_area = "edfxtp_1 (49%), ha_1 (11%), xnor2_1 (8.1%)"

[critical_path]
arrival_ps = 4800
reg2reg_setup_slack_ps = 5780
crit_path_max_incr_delay_ps = 540
rr_startpoint = "temp[2]$_SDFFCE_PP0P_"
crit_fanout = 33
required_ps = 10080
cp_cell_sequence = "clkdlybuf4s50_1 -> ha_1 -> nor2b_1 -> o211ai_1 -> a2111oi_0 -> nor4_1 -> a2bb2oi_2 -> buf_4 -> and2_1 -> buf_4"
worst_path_max_delay_cell = "nor4_1"
startpoint_type = "input port"
worstSetupEndpointType = "flip-flop"
crit_path_frequent_cell = "buf_4"
path_class = "input port to flip-flop"
crit_path_start = "interval[1]"

[floorplan]
core_um2 = 7410
die-area_um2 = 8160
rows = 31
die_w_um = 90.3
die_y_um = 90.3
pin_count = 73
initial_core_util = 0.527

[finish]
comb_area_um2 = 1940
flop_area_um2 = 1920
syn_to_final_growth_pct = 27.1
n_fill_cell = 558
drive_gt1_frac = 0.0708

[status]
status = "complete, no violations"

[place]
hpwl_um = 5440
gp_congestion = 0.828
portBuffers = 72
-- report_power, final --
part	leakage (nW)	internal [mW]	total [mW]	switching, mW
combinational	1.04	0.0213	0.0349	0.0135
sequential	0.580	0.289	0.290	0.000409
clock	0.108	0.137	0.230	0.0936
-- logic make-up after synthesis --
family,count (synthesis),share of synthesized area
buffers and inverters,9,0.0112
XOR/XNOR,60,0.135
flip-flops,64,0.492
adder cells (fa/ha/maj),34,0.109
AND-OR/OR-AND,25,0.0401
AND/OR/NAND/NOR,158,0.213
-- worst max-delay path: cells and delay by family --
family / cells / cell delay (ps)
buffers and inverters: 3 / 1120
AND/OR/NAND/NOR: 3 / 850
AND-OR/OR-AND: 3 / 480
adder cells (fa/ha/maj): 1 / 300
-- cells in the final DEF, fill, tap and decap left out, types with 3 or more instances in the layout --
| cell type | n |
|---|---|
| nand2_1 | 28 |
| nor3_1 | 3 |
| edfxtp_1 | 64 |
| and2_1 | 3 |
| clkbuf_8 | 9 |
| inv_1 | 6 |
| nand3_1 | 28 |
| and3_1 | 7 |
| o21ai_0 | 3 |
| nor4_1 | 5 |
| nand4_1 | 19 |
| ha_1 | 34 |
| nor2_1 | 46 |
| clkdlybuf4s50_1 | 72 |
| buf_4 | 3 |
| a21oi_1 | 13 |
| xor2_1 | 24 |
| xnor2_1 | 36 |
-- registers in the layout, summed over array words and instances, names as in the netlist --
register  cells
counter      32
temp         32
-- metal layers --
layer,up-vias,part of all wire
met1,1279,0.48
li1,1457,-
met5,-,0
met3,2,0.057
met2,69,0.46
met4,0,0.0038
-- final timing paths --
check	endpoint	cells past startpoint
hold / removal	counter[31]$_DFFE_PP_	1
setup / recovery	counter[19]$_DFFE_PP_	10
setup reg to reg	counter[19]$_DFFE_PP_	13
hold reg to reg	counter[31]$_DFFE_PP_	1
-- stage by stage --
stage | std cells | area (um^2) | setup WS [ps] | util
after floorplan | 350 | 3900 | 5590 | -
after global placement | 521 | 4750 | 4920 | 0.641
after detailed placement | 521 | 4750 | 4910 | 0.641
after CTS | 537 | 4960 | 5240 | 0.669
after global routing | 537 | 4960 | 5100 | 0.669
final | 537 | 4960 | 5290 | 0.669
-- layout make-up --
type | instances | share of cell area
clock inverters | 7 | 0.0174
flip-flops and latches | 64 | 0.388
clock buffers | 9 | 0.0250
inverters | 6 | 0.00454
repair buffers | 75 | 0.150
multi-input cells | 277 | 0.391
well taps | 99 | 0.0250
Power and IR drop assume default switching activity.
